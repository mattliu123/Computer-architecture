`constraint.sdc`:
```
current_design matvecmult

set clk_period 6.2
set clk_io_pct 0.2

create_clock -name clk0 -period $clk_period [get_ports {CLK}]

set non_clock_inputs [all_inputs -no_clocks]
set_input_delay [expr $clk_period * $clk_io_pct] -clock clk0 $non_clock_inputs
set_output_delay [expr $clk_period * $clk_io_pct] -clock clk0 [all_outputs]
```
`run.sh`:
```
#!/bin/bash
# OpenROAD 26Q1-2900-gdf79404cd8, Yosys 0.63+post, stock flow scripts
make -C /OpenROAD-flow-scripts/flow DESIGN_CONFIG=/design/flow/config.mk WORK_HOME=/design/flow/orfs finish
```
`design.v`:
```
module matvecmult(
    CLK,
    RST,
    vector_x,
    vector_b,
    vector_y,
    Q,
    A,
    finish
);
input               CLK;
input               RST;
input       [127:0]	vector_x;
input       [127:0]	vector_b;
output  reg [127:0]	vector_y;
input       [127:0]	Q;
output  reg [3:0]   A;
output  reg         finish;
integer i;
integer j;
reg [7:0] vector_x_w[0:15],vector_x_r[0:15];
reg [7:0] vector_b_w[0:15],vector_b_r[0:15];
reg [7:0] vector_y_w[0:15],vector_y_r[0:15];
reg [7:0] part_matrix_a_w[0:15],part_matrix_a_r[0:15];
reg       finish_w,finish_r;
reg [3:0] counter_w,counter_r;
reg [7:0] temp;
always @(*) begin
    vector_x_w[0] = vector_x[7:0];
    vector_x_w[1] = vector_x[15:8];
    vector_x_w[2] = vector_x[23:16];
    vector_x_w[3] = vector_x[31:24];
    vector_x_w[4] = vector_x[39:32];
    vector_x_w[5] = vector_x[47:40];
    vector_x_w[6] = vector_x[55:48];
    vector_x_w[7] = vector_x[63:56];
    vector_x_w[8] = vector_x[71:64];
    vector_x_w[9] = vector_x[79:72];
    vector_x_w[10] = vector_x[87:80];
    vector_x_w[11] = vector_x[95:88];
    vector_x_w[12] = vector_x[103:96];
    vector_x_w[13] = vector_x[111:104];
    vector_x_w[14] = vector_x[119:112];
    vector_x_w[15] = vector_x[127:120];
    vector_b_w[0] = vector_b[7:0];
    vector_b_w[1] = vector_b[15:8];
    vector_b_w[2] = vector_b[23:16];
    vector_b_w[3] = vector_b[31:24];
    vector_b_w[4] = vector_b[39:32];
    vector_b_w[5] = vector_b[47:40];
    vector_b_w[6] = vector_b[55:48];
    vector_b_w[7] = vector_b[63:56];
    vector_b_w[8] = vector_b[71:64];
    vector_b_w[9] = vector_b[79:72];
    vector_b_w[10] = vector_b[87:80];
    vector_b_w[11] = vector_b[95:88];
    vector_b_w[12] = vector_b[103:96];
    vector_b_w[13] = vector_b[111:104];
    vector_b_w[14] = vector_b[119:112];
    vector_b_w[15] = vector_b[127:120];
    part_matrix_a_w[0] = Q[7:0];
    part_matrix_a_w[1] = Q[15:8];
    part_matrix_a_w[2] = Q[23:16];
    part_matrix_a_w[3] = Q[31:24];
    part_matrix_a_w[4] = Q[39:32];
    part_matrix_a_w[5] = Q[47:40];
    part_matrix_a_w[6] = Q[55:48];
    part_matrix_a_w[7] = Q[63:56];
    part_matrix_a_w[8] = Q[71:64];
    part_matrix_a_w[9] = Q[79:72];
    part_matrix_a_w[10] = Q[87:80];
    part_matrix_a_w[11] = Q[95:88];
    part_matrix_a_w[12] = Q[103:96];
    part_matrix_a_w[13] = Q[111:104];
    part_matrix_a_w[14] = Q[119:112];
    part_matrix_a_w[15] = Q[127:120];
    for(i=0;i<=15;i=i+1) begin
        vector_y_w[i] = vector_y_r[i];
    end
    temp =  2*part_matrix_a_w[15]*vector_x_w[0]+
            2*part_matrix_a_w[14]*vector_x_w[1]+
            2*part_matrix_a_w[13]*vector_x_w[2]+
            2*part_matrix_a_w[12]*vector_x_w[3]+
            2*part_matrix_a_w[11]*vector_x_w[4]+
            2*part_matrix_a_w[10]*vector_x_w[5]+
            2*part_matrix_a_w[9]*vector_x_w[6]+
            2*part_matrix_a_w[8]*vector_x_w[7]+
            2*part_matrix_a_w[7]*vector_x_w[8]+
            2*part_matrix_a_w[6]*vector_x_w[9]+
            2*part_matrix_a_w[5]*vector_x_w[10]+
            2*part_matrix_a_w[4]*vector_x_w[11]+
            2*part_matrix_a_w[3]*vector_x_w[12]+
            2*part_matrix_a_w[2]*vector_x_w[13]+
            2*part_matrix_a_w[1]*vector_x_w[14]+
            2*part_matrix_a_w[0]*vector_x_w[15];
    finish_w = 1'b0;
    counter_w = counter_r;
    if(RST)
        counter_w = 1'b0;
    else if(counter_r<4'b1111) begin
        i = counter_r;
        vector_y_w[i] = vector_y_r[i]+temp+vector_b_w[i];
        counter_w = counter_r+1'b1;
    end
    else begin
        finish_w = 1'b1;
        if(finish_r==1'b0)
            vector_y_w[15] = vector_y_r[15]+temp+vector_b_w[15];
        else
            vector_y_w[15] = vector_y_r[15];
    end
    finish = finish_r;
    A = counter_w;
    vector_y = {vector_y_r[15],vector_y_r[14],vector_y_r[13],vector_y_r[12],vector_y_r[11],vector_y_r[10],vector_y_r[9],vector_y_r[8],vector_y_r[7],vector_y_r[6],vector_y_r[5],vector_y_r[4],vector_y_r[3],vector_y_r[2],vector_y_r[1],vector_y_r[0]};
end
always @(posedge CLK or posedge RST) begin
    if (RST) begin
        counter_r <= 1'b0;
        finish_r <= 1'b0;
        for(i=0;i<=15;i=i+1) begin
            part_matrix_a_r[i]<=1'b0;
            vector_y_r[i]<=1'b0;
        end
    end
    else begin
        counter_r <= counter_w;
        finish_r <= finish_w;
        for(i=0;i<=15;i=i+1) begin
            part_matrix_a_r[i]<=part_matrix_a_w[i];
            vector_y_r[i]<=vector_y_w[i];
        end
    end
end
endmodule
```
`config.mk`:
```
export PLATFORM = sky130hd
export DESIGN_NAME = matvecmult
export DESIGN_NICKNAME = matvecmult
export VERILOG_FILES = /design/flow/design.v
export SDC_FILE = /design/flow/constraint.sdc
export NUM_CORES = 4
export LEC_CHECK = 1
export CORE_UTILIZATION = 30
```
==> ci_impl_report.md <==
### Flow metrics

| Metric | Value |
|---|---|
| Mean Syn Cell Area | 9.38 sq um |
| Final Non-Filler Cells | roughly 3800 |
| Final setup viols | approximately 80 |
| EDFF count, synth | 0 |
| Worst EP arrival | 9280 ps |
| Crit. Startpoint | Q[51] |
| Rows | about 94 |
| Congestion Overflow GR | 0 |
| CTS clock-pin slew for the worst setup and hold paths | roughly 60 ps |
| Antenna-violating nets left | 0 |
| Post-synth seq share | 0.167 |
| Top-area cell share | 0.200 |
| GRT Util Overall | 0.262 |
| Register Area | around 3300 sq um |
| Drt via density | 4.84 |
| Area reported by Yosys stat | 19900 sq um |
| Final Util | 0.473 |
| Critical Path Source Type | input pin |
| CP Capture Type | flop |
| Routed WL per cell | about 23 microns |
| Dominant logic cell type in the layout | clkdlybuf4s50_1 |
| RSZ-0062 raised after global routing | yes |
| Crit-path max FO | 8 |
| Slew Viols, Final | 0 |
| Unique cell types | ~48 |
| Reg2Reg Depth | 18 |
| Most frequent logic cells in the routed design | clkdlybuf4s50_1 (334), buf_4 (272), nand2_1 (220), inv_1 (209), fa_1 (186) |
| Share of cells above drive strength 1 | 0.304 |
| Total I/O pin count | a little over 500 |
| Ys cells | around 2100 |
| Clk Latency, worst-skew pair | 430 ps |
| Worst EP required | around 6500 ps |
| Gate Area | 18100 sq um |
| Drc violations | 0 |
| Number of global-route vias before repair | 19400 |
| Setup WS pre-CTS | -4050 ps |
| OpenROAD warning count | 63 |
| CP bufs+invs | 7 |
| Cell area after synthesis | 19900 sq um |
| Main flop type | dfrtp_1 |
| Clk sinks | 133 |
| R2r setup slk | ~610 ps |
| Placed Area | 28700 sq um |
| TritonCTS clock tree | yes |
| Final hold viol count | 0 |
| Hold Path Class | reg2reg |
| Min setup slack post-route | -2780 ps |
| Drt pass-1 iters | 5 |
| Post-layout minimum cycle time | 8980 ps |
| First-pass GRT wire length | 124000 microns |
| Initial core utilization | 0.303 |
| Synth warn | 7 |
| Initial antenna violation count | 6 |
| Violated checks | negative setup slack |
| H-tree depth | 4 |
| CTS Buf Count | 17 |
| CP delay by family, top | adder cells |
| Synthesized flop and latch total | 133 |
| Clk root buf | clkbuf_16 |
| Cycle use final | 1.45 |
| Worst slew pin tran | 947 ps |
| Reg2reg end | vector_y_r[6][7]$_DFFE_PP0P_ |
| # port buffers | 486 |
| Run status | finished with violations |
| RePlAce Congestion | ~0.96 |
| Layout Skew | 12.4 ps |
| Die span in y | 260 microns |
| Crit-path slowest cell | fa_1 |
| Routed WL | between 80000 and 90000 microns |
| DP HPWL | 73100 microns |
| Startpoint of the worst-slack reg-to-reg timing path | counter_r[1]$_DFF_PP0_ |
| Critical path endpoint | vector_y_r[6][7]$_DFFE_PP0P_ |
| Buffer depth of the longest clock path | 2 |
| Cell type with the largest total area | fa_1 |
| Vias post-DR | roughly 18000 |
| Core area | 65700 sq um |
| FMAX | roughly 110 MHz |
| Largest net degree at the start of global routing | 97 |
| Area growth from synthesis to layout | 56.0% |
| Die Width | between 200 and 300 microns |
| Post-Syn Instances | 2124 |
| Max Cap Viol | 0 |
| Die area | between 60000 and 70000 sq um |
| Initial DRC count | about 1000 |
| Slew headroom | 0.369 |
| Finished Cell Area | ~31000 sq um |
| Slowest stage delay, CP | 590 ps |
| Hold buffer count at CTS | 0 |
| Placed cell count | 3698 |
| Crit. path cell count | 30 |
| Crit path top cell by count | fa_1 |
| Worst setup path category | in2reg |
| Async S/R FF share, synth | 1.00 |
| Layout fillers | 5909 |
| Largest cells by area | fa_1 (20%), dfrtp_1 (17%), ha_1 (15%) |
## layer usage
metal | vias to the layer above | GRT usage | wire length [microns]
met5 | - | 0 | 45
met4 | 6 | 0.0948 | 3900
met3 | 145 | 0.0468 | 5440
met2 | 719 | 0.462 | 43500
met1 | 8835 | 0.321 | 32800
li1 | 8469 | - | -
## worst min path at each step
stage / start / endpoint / slack, ps / depth (start not counted)
CTS: vector_y_r[8][2]$_DFFE_PP0P_ / vector_y_r[8][2]$_DFFE_PP0P_ / 520 / 2
global route: vector_y_r[3][2]$_DFFE_PP0P_ / vector_y_r[3][2]$_DFFE_PP0P_ / 550 / 2
finish: vector_y_r[8][2]$_DFFE_PP0P_ / vector_y_r[8][2]$_DFFE_PP0P_ / 520 / 2
## cells in the mapped netlist, drive strengths merged (2+ instances only)
cell	instances
and2	261
inv	251
ha	238
nand2	232
xnor2	200
fa	199
dfrtp	133
mux2	94
a21oi	70
a22oi	67
xor2	60
clkbuf	56
nor2	52
a21o	38
o21ai	34
nand3	25
a222oi	15
a22o	14
a221oi	11
nand4	9
nand2b	7
nor3	7
xnor3	7
nor2b	5
and3	4
and3b	4
buf	4
a31oi	3
nor3b	3
o21bai	3
or3	3
or4	3
a211oi	2
a21boi	2
mux2i	2
nor4	2
## stage by stage
step	hold WS, ps	setup TNS (ps)
3_5_place_dp	502	-261380
2_1_floorplan	449	-150680
4_1_cts	517	-176700
3_3_place_gp	493	-260880
6_report	517	-162540
5_1_grt	546	-176760
## worst reg2reg max path: cells and delay by family (launching register included)
kind / cells / cell delay [ps]
fa+ha+maj: 3 / 1380
simple gates: 2 / 1050
xor+xnor: 3 / 420
compound gates: 6 / 1280
buf+inv: 3 / 590
flops: 1 / 440
mux: 1 / 290
## kinds of logic (layout without fill, tap and decap cells)
kind of cell	count (synthesis)	in the layout	share of synthesized area
XOR/XNOR	267	268	0.123
flip-flops	133	133	0.167
multiplexers	96	96	0.0543
AND/OR/NAND/NOR	617	617	0.157
other	0	4	0
adder cells (fa/ha/maj)	437	437	0.350
AND-OR/OR-AND	263	263	0.0894
buffers and inverters	311	1071	0.0591
## registers in the layout, summed over array words and instances (netlist names)
signal,cells
counter_r,4
finish_r,1
vector_y_r,128
## repair_timing
action	CTS	global route
pin swaps	170	138
gates cloned	2	0
resized	465	320
hold endpoints to repair	0	0
buffers inserted	12	11
endpoints found under the setup margin	96	96
## cell type report
| cell class | count | area share |
|---|---|---|
| well taps | 864 | 0.0348 |
| diodes | 4 | 0.000322 |
| clock buffers | 18 | 0.0141 |
| repair buffers | 788 | 0.225 |
| multi-input cells | 1681 | 0.584 |
| clock inverters | 14 | 0.00411 |
| inverters | 251 | 0.0306 |
| flip-flops and latches | 133 | 0.107 |
