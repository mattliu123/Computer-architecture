==> design.v <==
module SingleCycleMIPS( 
    clk,
    rst_n,
    IR_addr,
    IR,
    ReadDataMem,
    CEN,
    WEN,
    A,
    Data2Mem,
    OEN
);
    input         clk, rst_n;
    input  [31:0] IR;
    output reg [31:0] IR_addr;
    input  [31:0] ReadDataMem;  
    output    reg    CEN;  
    output    reg    WEN;  
    output  [6:0] A;  
    output [31:0] Data2Mem;  
    output    reg  OEN;  
    integer i;
    wire signed [15:0] address;
    wire signed [31:0] address_ex, address_exs;
    reg [31:0] PC_in,IR_addr_4,jump_addr,branch_addr;
    wire branchh;
    wire [31:0] shamt_ex;
    reg signed [31:0] register[31:0];
    reg signed [31:0] n_register[31:0];
    reg signed [31:0] read_data_1,read_data_2;
    wire [4:0] rs, rt, rd, shamt;
    reg [4:0] write_i;
    wire [5:0] opcode, funct;
    reg RegDst, jump, branch, branch_n, mem2reg, ALUsrc, regwrite, storeRA, jumpReg, memread, memwrite;
    reg [1:0] ALUop;
    reg [3:0] ALU_control;
    wire signed [31:0] ALU_input;
    reg signed [31:0] ALU_output;
    reg zero;
    assign opcode = IR[31:26];
    assign rs = IR[25:21];
    assign rt = IR[20:16];
    assign rd = IR[15:11];
    assign shamt = IR[10:6];
    assign funct = IR[5:0];
    assign address = IR[15:0];
    assign address_ex[15:0] = address[15:0];
    assign address_ex[31:16] = (address[15])?16'b1111_1111_1111_1111:16'b0;
    assign address_exs = address_ex<<2;
    assign shamt_ex = {27'b000000000000000000000000000,shamt};
always@(*)begin
    case(opcode)
        6'b000000:begin
            if(funct==6'h08)begin
           		RegDst = 1;
            	jump = 0;
            	jumpReg = 1;
            	storeRA = 0;
            	branch = 0;
            	branch_n = 0;
            	mem2reg = 0;
            	ALUsrc = 0;
            	regwrite = 0;
            	ALUop[1] = 1;
            	ALUop[0] = 0;
            	memread = 0;
                memwrite = 0;
                WEN = 0;
            	OEN = 1;
        	end
        	else begin
        		RegDst = 1;
            	jump = 0;
            	jumpReg = 0;
            	storeRA = 0;
            	branch = 0;
            	branch_n = 0;
            	mem2reg = 0;
            	ALUsrc = 0;
            	regwrite = 1;
            	ALUop[1] = 1;
            	ALUop[0] = 0;
            	memread = 0;
                memwrite = 0;
                WEN = 0;
            	OEN = 1;
        	end
        end
        6'b001000:begin
            RegDst = 0;
            jump = 0;
            jumpReg = 0;
            storeRA = 0;
            branch = 0;
            branch_n = 0;
            mem2reg = 0;
            ALUsrc = 1;
            regwrite = 1;
            ALUop[1] = 0;
            ALUop[0] = 0;
            memread = 0;
            memwrite = 0;
            WEN = 0;
            OEN = 1;
        end
        6'b100011:begin
            RegDst = 0;
            jump = 0;
            jumpReg = 0;
            storeRA = 0;
            branch = 0;
            branch_n = 0;
            OEN = 0;
            mem2reg = 1;
            WEN = 1;
            ALUsrc = 1;
            regwrite = 1;
            ALUop[1] = 0;
            ALUop[0] = 0;
            memread = 1;
            memwrite = 0;
        end
        6'b101011:begin
            RegDst = 0;
            jump = 0;
            jumpReg = 0;
            storeRA = 0;
            branch = 0;
            branch_n = 0;
            OEN = 1;
            mem2reg = 0;
            WEN = 0;
            ALUsrc = 1;
            regwrite = 0;
            ALUop[1] = 0;
            ALUop[0] = 0;
            memwrite = 1;
            memread = 0;
        end
        6'b000100:begin
            RegDst = 0;
            jump = 0;
            jumpReg = 0;
            storeRA = 0;
            branch = 1;
            branch_n = 0;
            mem2reg = 0;
            ALUsrc = 0;
            regwrite = 0;
            ALUop[1] = 0;
            ALUop[0] = 1;
            memread = 0;
            memwrite = 0;
            WEN = 0;
            OEN = 1;
        end
        6'b000101:begin
            RegDst = 0;
            jump = 0;
            jumpReg = 0;
            storeRA = 0;
            branch = 0;
            branch_n = 1;
            mem2reg = 0;
            ALUsrc = 0;
            regwrite = 0;
            ALUop[1] = 0;
            ALUop[0] = 1;
            memread = 0;
            memwrite = 0;
            WEN = 0;
            OEN = 1;
        end
        6'b000010:begin
            RegDst = 0;
            jump = 1;
            jumpReg = 0;
            storeRA = 0;
            branch = 0;
            branch_n = 0;
            mem2reg = 0;
            ALUsrc = 0;
            regwrite = 0;
            ALUop[1] = 0;
            ALUop[0] = 0;
            memread = 0;
            memwrite = 0;
            WEN = 0;
            OEN = 1;
        end
        6'b000011:begin
            RegDst = 0;
            jump = 1;
            jumpReg = 0;
            storeRA = 1;
            branch = 0;
            branch_n = 0;
            mem2reg = 0;
            ALUsrc = 0;
            regwrite = 0;
            ALUop[1] = 0;
            ALUop[0] = 0;
            memwrite = 0;
            memread = 0;
            WEN = 0;
            OEN = 1;
        end
        default:begin
            RegDst = 1'bx;
            jump = 1'bx;
            jumpReg = 1'bx;
            storeRA = 1'bx;
            branch = 1'bx;
            branch_n = 1'bx;
            mem2reg = 1'bx;
            ALUsrc = 1'bx;
            regwrite = 1'bx;
            ALUop[1] = 1'bx;
            ALUop[0] = 1'bx;
            memwrite = 1'b0;
            memread = 1'b0;
            OEN = 0;
            WEN = 1;
        end
    endcase
end
always@(*)begin
    case (ALUop)
        2'b00:begin
            ALU_control = 4'b0010; 
        end
        2'b01:begin
            ALU_control = 4'b0110; 
        end
        2'b10:begin
            case(funct)
                6'b000000:begin
                	ALU_control = 4'b0011; 
                end
                6'b000010:begin
                	ALU_control = 4'b0100; 
                end
                6'b100000:begin
                    ALU_control = 4'b0010; 
                end
                6'b100010:begin
                    ALU_control = 4'b0110; 
                end
                6'b100100:begin
                    ALU_control = 4'b0000; 
                end
                6'b100101:begin
                    ALU_control = 4'b0001; 
                end
                6'b101010:begin
                    ALU_control = 4'b0111; 
                end
                default:ALU_control = 4'bxxxx;
            endcase 
        end
        default:ALU_control = 4'bxxxx;
    endcase   
end
always@(*)begin
    read_data_1 = register[rs];
    read_data_2 = register[rt];
    write_i = (RegDst==1)?rd:rt;
end 
assign ALU_input = (ALUsrc==1)?address_ex:read_data_2;
always@(*)begin
   case (ALU_control)
   		4'b0000:begin 
   			zero = 0;
   			ALU_output = ALU_input&read_data_1;
   		end
   		4'b0001:begin 
   			zero = 0;
   			ALU_output = ALU_input|read_data_1;
   		end
   		4'b0010:begin 
   			zero = 0;
   			ALU_output = ALU_input+read_data_1;
   		end
   		4'b0110:begin 
   			zero = (ALU_input==read_data_1)?1:0;
   			ALU_output = read_data_1- ALU_input;
   		end
   		4'b0111:begin 
   			zero = 0;
   			ALU_output = (read_data_1<ALU_input)?1:0;
   		end
   		4'b0011:begin
   			zero = 0;
            ALU_output = ALU_input << shamt_ex; 
   		end
   		4'b0100:begin
   			zero = 0;
            ALU_output = ALU_input >> shamt_ex; 
   		end
        default : begin
        	zero = 1'bx;
        	ALU_output = 32'bx;
        end
    endcase
end 
assign A = ALU_output[8:2];
assign Data2Mem = read_data_2;
always@(*)begin
    CEN = ~((memread&~memwrite)|(~memread&memwrite));
    for(i=0;i<31;i=i+1)begin
        if((i==write_i)&&(regwrite==1))begin
            n_register[i] = (mem2reg)?ReadDataMem:ALU_output;
        end
        else begin
            n_register[i] = register[i];
        end
    end    
end
assign branchh = (branch_n&~zero)|(branch&zero);
always@(*)begin
    IR_addr_4 = IR_addr+4;
    jump_addr = {IR_addr_4[31:28],IR[25:0],2'b00};
    branch_addr = IR_addr_4+address_exs;
    n_register[31] = (storeRA)?IR_addr_4:register[31];
    if(jumpReg)begin
        PC_in = register[rs];
    end
    else begin
        PC_in = (jump)?jump_addr:(branchh)?branch_addr:IR_addr_4;
    end
end
always@(posedge clk)begin
    if(rst_n==0)begin
        for(i = 0;i < 32; i=i+1)begin
            register[i] <= 0;
        end
        IR_addr<=0;
    end
    else begin
        for(i=0;i<32;i=i+1)begin
            register[i] <= n_register[i];
        end
        IR_addr<=PC_in;
	end
end
endmodule
==> run.sh <==
#!/bin/bash
# OpenROAD 26Q1-2900-gdf79404cd8, Yosys 0.63+post, stock flow scripts
make -C /OpenROAD-flow-scripts/flow DESIGN_CONFIG=/design/flow/config.mk WORK_HOME=/design/flow/orfs finish
==> config.mk <==
export PLATFORM = sky130hd
export DESIGN_NAME = SingleCycleMIPS
export DESIGN_NICKNAME = SingleCycleMIPS
export VERILOG_FILES = /design/flow/design.v
export SDC_FILE = /design/flow/constraint.sdc
export NUM_CORES = 4
export LEC_CHECK = 1
export CORE_UTILIZATION = 30
==> constraint.sdc <==
current_design SingleCycleMIPS

set clk_period 14.2
set clk_io_pct 0.2

create_clock -name clk0 -period $clk_period [get_ports {clk}]

set non_clock_inputs [all_inputs -no_clocks]
set_input_delay [expr $clk_period * $clk_io_pct] -clock clk0 $non_clock_inputs
set_output_delay [expr $clk_period * $clk_io_pct] -clock clk0 [all_outputs]
==> CHANGELOG.md <==
### Implementation results

* Outcome: finished with violations
* Failing checks: capacitance limit, slew limit
* Internal power component at 0.005459 W
* Gr ovfl total at 0
* Drt first pass iters at 9
* Die width at 454.3 um
* WL per Instance at 46.85 um
* Clock buffer count from CTS at 119
* Setup Skew at roughly 0.073 ns
* Die height at 454.3 um
* Measured slew at the worst slew-check pin at roughly 1.6 ns
* CTS sink cnt at around 1100
* Die area at 206400 um2
* Mux frac, synth at 0.01327
* Filler-free cell count of the finished design at approximately 11000
* Top cells by area, synth: dfxtp_1 34%, o21ai_0 6.8%, nand3_1 6.4%
* And+or+nand+nor area frac at 0.2050
* Power density cells at 115.7 nW/um2
* Worst-path fanout max at 30
* Synthesis-to-layout area growth at 16.87%
* Combinational share of power at 0.220
* Period minus WS final at 13.10 ns
* Sw Ratio at 0.3420
* Slowest CP cell: or3_1
* Synth Area per Inst at around 7.8 um2
* Setup CP Type: primary input to output port
* Post-synth top area cell: dfxtp_1
* Synth logic family: AND-OR/OR-AND gates
* Share of cells above drive strength 1 at 0.1219
* Post-synthesis cell count at 7907
* XOR Share, Synth at 0.01127
* Hold WC Path Type: register to register
* Clk pin slew, worst setup/hold paths at 0.06 ns
* Clock power share at 0.395
* Crit end category: output port
* CTS Buffer Depth at 3
* Cell count listed in synth_stat.txt at just under 8000
* Aoi share at 0.3349
* CP arrival at 10.26 ns
* DP Wirelength at 356900 um
* PostCTS Resize Cnt at 0
* Fmax at 76.35 MHz
* Port bufs at approximately 140
* Total GRT Usage at 0.4821
* DR DRC count at 0
* Clk latency late pin at between 0.8 and 0.9 ns
* Drt initial violations at 10710
* Cell Type Count at approximately 100
* Unrepaired setup endpoints after global routing: no
* Number of global-route vias before repair at approximately 68000
* Fill cell count at between 20000 and 25000
* Post-synthesis sequential area ratio at 0.3445
* Rel. slew slack at -0.1027
* Cell chain of the critical path: buf_2 -> buf_4 -> or3_1 -> nor2_2 -> a22oi_1 -> nand3_1 -> or4_1 -> a22oi_2 -> inv_1 -> ha_1 -> fa_1 -> nor2b_1 -> o21ai_0 -> a21boi_0 -> o21ai_0 -> a21oi_1 -> nor4_1 -> o32ai_1 -> a221oi_1 -> a31oi_1 -> clkdlybuf4s50_1
* Slowest stage delay, CP at 0.84 ns
* Sequential power share at 0.384
* Tool warnings at 91
* CTS tree: built
* Worst Setup Start Kind: primary input
* Setup Buffers After CTS at 0
* Dpl cells at 10370
* Commonest Layout Cell: dfxtp_1
* Async SR Flop Fraction at 0
* Main synth FF type: dfxtp_1
* Vias at 74270
* Post-Synth Adder-Cell Area at 0.02708
* Pin count of the biggest net entering global routing at 89
* Drt total wl at about 500000 um
* First-pass GRT wire length at between 600000 and 700000 um
* Initial antenna violation count at 56
* H-tree levels at 3
* Slew Limit Fails at 2
* Peak VDD IR at 0.1029 mV
* Synth warn at 3
* Fp util at 0.3027
* # IOs at 140
* CP dominant cell by count: o21ai_0
* Drt via density at 6.991
* Antenna Nets Post-Route at 0
* MaxCap Viol Count at 1
* Hold buffers post-CTS at 0
* Final GP Congestion at 1.100
* Count of library flops with an enable pin at 0
* Crit path DRT at 11.36 ns
* Tcrit/Tclk final at 0.9224
* Worst reg-to-reg setup slack at 5.51 ns
* Yosys stat area at 61370 um2
* P_leak at ~27 nW
* Synth top area share at 0.3445
* Top Layout Cells: 1056 x dfxtp_1, 826 x o21ai_0, 787 x nand3_1, 488 x buf_4, 480 x a21oi_1
* Synthesized cell area at 61370 um2
* Final Hold Violation Tally at 0
* Final setup violation count at 0
* Post-synth regs at 1056
* Net Sw Power at 0.002838 W
* Site Rows at 165
* Root Buffer: clkbuf_16
* Setup TNS at 0 ns
* Core ar. at slightly above 200000 um2
-- worst paths after layout --
check	end	cells past startpoint	start
setup / recovery	A[4]	21	IR[17]
hold / removal	register[3][22]	2	register[3][22]
setup reg to reg	IR_addr[24]	23	register[22][24]
hold reg to reg	register[3][22]	2	register[3][22]
-- layer usage --
layer  track usage  part of all wire  vias to the layer above  wire length, um
met5      0.008862           0.00076                        -              376
met4        0.3383             0.090                       30            44990
met3        0.2184              0.13                     1789            66680
met2        0.6575              0.40                     5974           198500
met1        0.6035              0.38                    36370           187100
li1              -                 -                    30110                -
-- cell usage after synthesis (15+ instances only) --
library cell     n
clkbuf_1       734
xnor2_1         58
and3_1         305
or4_1           20
o21a_1          19
a22oi_1        431
nand3b_1        23
buf_2           66
a221o_1         18
nor2b_1         24
xor2_1          21
nand2_1        267
o211ai_1        66
a31oi_1        171
o31a_1          38
a211oi_1        74
mux2_2          15
a21o_1         119
or3_1           38
ha_1           128
o221ai_1        23
o31ai_1        106
buf_1           34
nand3_1        788
a32oi_1         17
a221oi_1       180
nor4_1          33
and4_1          30
a2111oi_0       65
nor2_1         519
mux2i_1         27
a22o_1         152
a222oi_1        35
nand4_1        170
o21ai_0        834
nand2b_1        27
mux4_2          16
and2_1          18
dfxtp_1       1056
o21ai_1         95
inv_1          159
nor3_1         140
a21oi_1        490
-- state kept, by name (all words and copies together) (netlist names) --
name      flops
register   1024
IR_addr      32
-- worst max-delay path: cells and delay by family --
| family | cells | cell delay, ns |
|---|---|---|
| AOI/OAI and AO/OA | 9 | 2.85 |
| adders and majority gates | 2 | 0.73 |
| buffers and inverters | 4 | 1.60 |
| and+or+nand+nor | 6 | 2.20 |
-- per-stage QoR --
step / hold WS [ns] / instance area (um2) / total power [W] / util / setup slack [ns]
after floorplan: 0.4453 / 61370 / 0.004088 / - / 4.422
after global routing: 0.5065 / 71640 / 0.008476 / 0.3534 / 1.085
after global placement: 0.4704 / 67540 / 0.004983 / 0.3331 / 1.486
after detailed placement: 0.4721 / 67540 / 0.004978 / 0.3331 / 1.360
final: 0.4805 / 71720 / 0.008297 / 0.3538 / 1.102
after CTS: 0.4810 / 71620 / 0.008214 / 0.3533 / 1.345
-- cells by family (layout without fill, tap and decap cells) --
logic type                 Yosys count  after routing
DFF                               1056           1056
buffers and inverters             1010           1012
adders and majority gates          131            131
AOI/OAI and AO/OA                 3105           3105
xor gates and xnor gates            79             79
muxes                               59             59
and+or+nand+nor                   2467           2467
other                                0             42
-- power by group through the flow --
stage     combinational, W  sequential (W)  clock, W
6_report           0.00183         0.00319   0.00328
5_1_grt            0.00189         0.00319   0.00340
4_1_cts            0.00174         0.00318   0.00329
-- final cells by class --
type	instances	area [um2]	area share
tap	2672	3343	0.04661
clock inverter	53	664.4	0.009263
clock buffer	163	3415	0.04761
timing repair buffer	632	5130	0.07153
multi-input combinational	5841	37310	0.5202
sequential	1056	21140	0.2948
inverter	164	616.8	0.008601
antenna	42	105.1	0.001465
No activity file was given, so power comes from the tool's default toggle rates.
